<file path="flow/design.v">
`timescale 1ns / 1ps
module uart (
       reset          ,
       ld_tx_data     ,  
       tx_data        ,  
       tx_enable      ,  
       tx_out         ,  
       tx_empty       ,  
       clk            ,
       uld_rx_data    ,  
       rx_data        ,  
       rx_enable      ,  
       rx_in          ,  
       rx_empty          
       );
   parameter CLK_DIVISION = 1301;  
   reg [14:0] rx_sample_cnt  ;      
   reg [14:0] tx_div_cnt  ;      
   input      reset          ;
   input      clk            ;
   input      ld_tx_data     ;
   input [7:0] tx_data        ;
   input       tx_enable      ;
   output      tx_out         ;
   output      tx_empty       ;
   input       uld_rx_data    ;
   output [7:0] rx_data        ;
   input        rx_enable      ;
   input        rx_in          ;
   output       rx_empty       ;
   reg [7:0]  tx_reg         ;
   reg          tx_empty       ;
   reg          tx_over_run    ;
   reg [3:0]  tx_cnt         ;
   reg          tx_out         ;
   reg [7:0]  rx_reg         ;
   reg [7:0]  rx_data        ;
   reg [3:0]  rx_cnt         ;  
   reg          rx_frame_err   ;
   reg          rx_over_run    ;
   reg          rx_empty       ;
   reg          rx_d1          ;
   reg          rx_d2          ;
   reg          rx_busy        ;
   always @ (posedge clk or posedge reset)
     if (reset) begin
  rx_reg        <= 0; 
  rx_data       <= 0;
  rx_sample_cnt <= 0;
  rx_cnt        <= 0;
  rx_frame_err  <= 0;
  rx_over_run   <= 0;
  rx_empty      <= 1;
  rx_d1         <= 1;
  rx_d2         <= 1;
  rx_busy       <= 0;
     end else begin
  rx_d1 <= rx_in;
  rx_d2 <= rx_d1;
  if (uld_rx_data) begin
     rx_data  <= rx_reg;
     rx_empty <= 1;
  end
  if (rx_enable) begin
     if (!rx_busy && !rx_d2) begin
        rx_busy       <= 1;
        rx_sample_cnt <= 1;
        rx_cnt        <= 0;
     end
     if (rx_busy) begin
        if (rx_sample_cnt == CLK_DIVISION) begin 
     rx_sample_cnt <= 0;
        end else begin
     rx_sample_cnt <= rx_sample_cnt + 1;
        end
        if (rx_sample_cnt == CLK_DIVISION/2) begin
     if ((rx_d2 == 1) && (rx_cnt == 0)) begin
        rx_busy <= 0;
     end else begin
        rx_cnt <= rx_cnt + 1; 
        if (rx_cnt > 0 && rx_cnt < 9) begin
           rx_reg[rx_cnt - 1] <= rx_d2;
        end
        if (rx_cnt == 9) begin
           rx_busy <= 0;
           if (rx_d2 == 0) begin
        rx_frame_err <= 1;
           end else begin
        rx_empty     <= 0;
        rx_frame_err <= 0;
        rx_over_run  <= (rx_empty) ? 0 : 1;
           end
        end
     end
        end 
     end 
  end
  if (!rx_enable) begin
     rx_busy <= 0;
  end
     end
   always @ (posedge clk or posedge reset)
     if (reset) begin
  tx_reg        <= 0;
  tx_empty      <= 1;
  tx_over_run   <= 0;
  tx_out        <= 1;
  tx_cnt        <= 0;
  tx_div_cnt    <= 0;
     end else begin
  tx_div_cnt <= tx_div_cnt + 1;
  if (ld_tx_data) begin
     if (!tx_empty) begin
              tx_over_run <= 0;
     end else begin
              tx_reg   <= tx_data;
              tx_empty <= 0;
        tx_div_cnt <= 0;
     end
  end 
  if (tx_enable && !tx_empty &&  tx_div_cnt == CLK_DIVISION) begin
     tx_div_cnt<=0;
     tx_cnt <= tx_cnt + 1;
     if (tx_cnt == 0) begin
        tx_out <= 0;
        tx_div_cnt <= 0;
     end
     if (tx_cnt > 0 && tx_cnt < 9) begin
              tx_out <= tx_reg[tx_cnt -1];
     end
     if (tx_cnt == 9) begin
        tx_out <= 1;
        tx_cnt <= 0;
        tx_empty <= 1;
     end
  end
  if (!tx_enable) begin
     tx_cnt <= 0;
  end
     end
endmodule
</file>
<file path="flow/run.sh">
#!/bin/bash
# OpenROAD 26Q1-2900-gdf79404cd8, Yosys 0.63+post, stock flow scripts
make -C /OpenROAD-flow-scripts/flow DESIGN_CONFIG=/design/flow/config.mk WORK_HOME=/design/flow/orfs finish
</file>
<file path="flow/constraint.sdc">
current_design uart

set clk_period 3.3
set clk_io_pct 0.2

create_clock -name clk0 -period $clk_period [get_ports {clk}]

set non_clock_inputs [all_inputs -no_clocks]
set_input_delay [expr $clk_period * $clk_io_pct] -clock clk0 $non_clock_inputs
set_output_delay [expr $clk_period * $clk_io_pct] -clock clk0 [all_outputs]
</file>
<file path="flow/config.mk">
export PLATFORM = sky130hd
export DESIGN_NAME = uart
export DESIGN_NICKNAME = uart
export VERILOG_FILES = /design/flow/design.v
export SDC_FILE = /design/flow/constraint.sdc
export NUM_CORES = 4
export LEC_CHECK = 1
export CORE_UTILIZATION = 40
</file>
==> out/metrics.csv <==
metric,value,unit
status,"complete, no violations",
Slew @ Worst Pin,694.2,ps
WL final,7384,um
initial drt markers,128,
Synth Instances,385,
Crit path max-delay family,simple AND/OR/NAND/NOR gates,
CTS tree,yes,
Area growth syn-to-layout,15.20,%
die height,100.9,um
"Cell Area, Placed",4295,um^2
Buffers on Ports,25,
vias in the first global route,2745,
Ys Warns,1,
Final Max Tran Viols,0,
die area,10170,um^2
initial antenna violation count,0,
num rows,35,
# setup viols final,0,
GRT Overall Usage,0.1638,
distinct lib cells,63,
Leakage Power,1.902,nW
chip area line of the yosys report,3910,um^2
Synth Area in Adders,0.06400,
Worst Setup End Kind,register,
"Async S/R FF share, synth",1.000,
"EDFF count, synth",0,
Congestion Overflow GR,0,
CTS buffer count,9,
Most used DFF post-synth,dfrtp_1,
met2 wire length,3356,um
Final Cycle Share,0.9150,
DRC,0,
met3 WL,254,um
Final Util,0.4806,
Root Driver,clkbuf_8,
Initial Utilization,0.4172,
Skew-Pair Late Insertion Delay,340,ps
CTS max path bufs,2,
drt wl/cell,13.50,um
Synth Area in Compound Gates,0.09184,
highest clock rate,331.2,MHz
RSZ-0062 raised after global routing,no,
power per cell area,417.7,nW/um^2
# Max-Cap Violations,0,
post-route cell area,4504,um^2
R2R Setup Slk,280,ps
crit path time final,3019,ps
# Cells Yosys,385,
Peak VDD IR,0.0002553,V
DR top layer,met4,
Seq cells post-synth,68,
CP bufs+invs,1,
Log Warnings,35,
largest registers,"rx_sample_cnt: 15 flops, tx_div_cnt: 15 flops",
first-pass GRT wire length,13050,um
Routed Antenna Nets,0,
Synth Area in Simple Gates,0.2291,
post-CTS setup buffers,0,
critical path arrival,3250,ps
CP Cell Sequence,"inv_1, ha_2, and2_1, nand3b_1, ha_1, nor4bb_1, and4_1, nand2_1, nor3_1, mux2_2",
length of the first detailed-routing pass in iterations,4,
IO Pins,26,
Critical Path Max Stage Delay,470,ps
slowest library cell on the worst path,dfrtp_2,
Setup CP Type,reg2reg,
via count,2812,
Final Wtd Congestion,0.8128,
post-detail-place hpwl,5223,um
syn_area_per_cell,10.16,um^2
relative slew slack,0.5352,
vias per cell,5.141,
ant diodes,0,
crit path DRT,3530,ps
clk slew on worst S/H paths,80,ps
XOR/XNOR Area Share,0.06464,
Multiplexer share,0.07392,
CP Max Fanout,11,
startpoint type of the worst setup path,register,
CTS H-tree depth,3,
CTS sink cnt,68,
Hold Path Class,reg2reg,
Total Neg Setup Slack,0,ps
share of cells above drive strength 1,0.1818,
met1 wire length,3734,um
Fin. Hold Viols,0,
Logic family by area,simple AND/OR/NAND/NOR gates,
largest net degree at the start of global routing,32,
Mapped Area,3910,um^2
core area,9371,um^2
register share after synthesis,0.4368,
Max Clock Skew,12.13,ps
die width,100.9,um
-- where the power goes --
part | internal, mW | total [mW] | switching, mW
combinational | 0.114 | 0.232 | 0.118
clock | 0.349 | 0.667 | 0.318
sequential | 0.900 | 0.982 | 0.0819
-- final cells by class --
class	instances	area (um^2)
inverter	25	93.84
clock inverter	6	65.06
tap	129	161.4
timing repair buffer	28	285.3
clock buffer	10	127.6
sequential	68	1709
multi-input combinational	281	2062
fill	878	4867
-- routing by layer --
layer,vias to the layer above,global-route usage
li1,1427,-
met1,1342,0.2556
met2,41,0.2518
met3,2,0.02891
met4,0,0.02564
met5,-,0
-- through the flow --
stage / total power [mW] / instances / setup WS [ps] / hold WS, ps
finish: 1.882 / 547 / 280.6 / 358.9
global route: 1.988 / 547 / 99.66 / 364.6
CTS: 1.911 / 547 / 156.1 / 359.8
detailed placement: 1.230 / 531 / 196.7 / 350.0
global placement: 1.227 / 531 / 235.8 / 346.9
floorplan: 1.160 / 385 / 495.5 / 345.2
-- path summary, 6_finish.rpt --
| path | start | to | cells after the start |
|---|---|---|---|
| setup / recovery | rx_cnt[0] | rx_reg[7] | 10 |
| hold / removal | rx_d1 | rx_d2 | 0 |
| setup reg to reg | rx_cnt[0] | rx_reg[7] | 10 |
| hold reg to reg | rx_d1 | rx_d2 | 0 |
| max in group asynchronous | reset | rx_cnt[0] | 3 |
| min in group asynchronous | reset | tx_div_cnt[11] | 2 |
-- placed cells by master (no fill, tap or decap), types with 3 or more instances in the layout --
cell and n:
o22ai_1 3, dfstp_2 5, xor2_1 10, or3_1 4, and4_1 4, o21ai_0 16, nand3b_1 5, nor4_1 5
mux2_2 21, o31ai_1 6, nand3_1 9, mux2i_1 3, a31oi_1 3, nand4_1 11, dfrtp_1 62, ha_1 19
nor4b_1 4, a21oi_1 7, clkbuf_8 9, nand4b_1 3, inv_1 24, clkdlybuf4s50_1 25, nand2_1 27, nor2_1 33
xnor2_1 16, or2_2 4, nor2_2 11, a21o_1 4, nor3_1 9
-- cells by family (layout without fill, tap and decap cells) --
logic type               Yosys count  after routing
AND-OR/OR-AND                     54             54
XOR/XNOR                          28             28
adder cells (fa/ha/maj)           20             20
buffers and inverters             36             69
flip-flops                        68             68
multiplexers                      26             26
AND/OR/NAND/NOR                  153            153
-- cell usage after synthesis, drive strengths merged, types with 7 or more instances --
library cell,count,area [um^2]
a21oi,7,35.03
clkbuf,7,27.52
dfrtp,63,1577
ha,20,250.2
inv,25,93.84
mux2,23,259.0
nand2,28,107.6
nand3,9,45.04
nand4,11,68.82
nor2,44,192.7
nor3,9,45.04
nor4,7,65.06
o21ai,16,80.08
o31ai,7,52.55
xnor2,18,165.2
xor2,10,87.58
-- timing repair --
action | CTS | global route
gates resized | 0 | 4
hold buffers | 0 | 0
endpoints found under the setup margin | 0 | 4
No activity file was given, so power comes from the tool's default toggle rates.
