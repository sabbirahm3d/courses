`./run.sh`:
```
#!/bin/bash
# OpenROAD 26Q1-2900-gdf79404cd8, Yosys 0.63+post, stock flow scripts
make -C /OpenROAD-flow-scripts/flow DESIGN_CONFIG=/design/flow/config.mk WORK_HOME=/design/flow/orfs finish
```
`./config.mk`:
```
export PLATFORM = sky130hd
export DESIGN_NAME = controller
export DESIGN_NICKNAME = controller
export VERILOG_FILES = /design/flow/design.v
export SDC_FILE = /design/flow/constraint.sdc
export NUM_CORES = 4
export LEC_CHECK = 1
export CORE_UTILIZATION = 50
```
`./constraint.sdc`:
```
current_design controller

set clk_period 2.5
set clk_io_pct 0.2

create_clock -name clk0 -period $clk_period [get_ports {clk}]

set non_clock_inputs [all_inputs -no_clocks]
set_input_delay [expr $clk_period * $clk_io_pct] -clock clk0 $non_clock_inputs
set_output_delay [expr $clk_period * $clk_io_pct] -clock clk0 [all_outputs]
```
`./design.v`:
```
`timescale 1ns / 1ps
`default_nettype none
module controller(
        input wire clk,
        input wire reset,
        input wire rx_empty,
        input wire tx_empty,
        input wire [7:0] rx_data,
        output reg [7:0] tx_data,
        input wire ram_ready,
        output reg ram_wea,
        output reg [11:0] ram_addr,
        output reg [15:0] ram_data_in,
        input wire [15:0] ram_data_out,
        input wire sqrt_ready,
        output reg sqrt_nd,
        input wire [15:0] sqrt_out,
        output reg [15:0] sqrt_in
    );
    reg [11:0]  addr_reg;
    reg [15:0]  data_reg;
    reg [2:0]   cur_state;
    parameter state_addrhi  = 3'b000;
    parameter state_addrlo  = 3'b001;
    parameter state_datahi  = 3'b010;
    parameter state_datalo  = 3'b011;
    parameter state_ramwr   = 3'b100;
    parameter state_ramhi   = 3'b101;
    parameter state_ramlo   = 3'b110;
    always @(posedge clk) begin
        if (reset) begin
            cur_state = state_addrhi;
        end else begin
            case(cur_state)
                state_addrhi: begin
                    if (~rx_empty) begin
                        addr_reg = rx_data;
                        cur_state = state_addrlo;
                    end else begin
                        cur_state = state_addrhi;
                    end
                end
                state_addrlo: begin
                    if (~rx_empty) begin
                        addr_reg = {addr_reg[3:0], rx_data};
                        cur_state = state_datahi;
                    end else begin
                        cur_state = state_addrlo;
                    end
                end
                state_datahi: begin
                    if (~rx_empty) begin
                        data_reg = rx_data;
                        cur_state = state_datalo;
                    end else begin
                        cur_state = state_datahi;
                    end
                end
                state_datalo: begin
                    if (~rx_empty) begin
                        sqrt_in = {data_reg, rx_data};
                        sqrt_nd = 1;
                        cur_state = state_ramwr;
                    end else begin
                        cur_state = state_datalo;
                    end
                end
                state_ramwr: begin
                    if (sqrt_ready) begin
                        ram_addr = addr_reg;   
                        ram_data_in = sqrt_out;   
                        ram_wea = 1;   
                        cur_state = state_ramhi;
                    end else begin
                        cur_state = state_ramwr;
                    end
                end
                state_ramhi : begin
                    if (tx_empty && (^ram_data_out != 1'bx)) begin
                        tx_data = ram_data_out[15:8];
                        cur_state = state_ramlo;
                    end else begin
                        cur_state = state_ramhi;
                    end
                end
                state_ramlo : begin
                    if (tx_empty && (^ram_data_out != 1'bx)) begin
                        tx_data = ram_data_out[7:0];
                        cur_state = state_addrhi;
                    end else begin
                        cur_state = state_ramlo;
                    end
                end
            endcase
        end
    end
endmodule
```
==> notes.md <==
Results of the full flow below.

Clock network:
- The run puts the clock-pin slew of the registers on the worst-case setup and hold paths at 70 ps.
- Looking at the clock tree report, the root buffer type is sky130_fd_sc_hd__clkbuf_8.
- The report puts the hold buffer count at CTS at 0.
- The run puts the clock buffer count from CTS at 9.
- In this run, post-CTS repair resized a total of 0 instances.
- In this run the number of H-tree levels came out at 3.
- Clock latency on the worst-skew pair, taken at its later pin, is 330 ps.
- The run puts the number of buffers between clock root and the deepest sink at 2.
- Per the repair_timing log after CTS, setup buffers inserted total 0.
- The run gives the clock sink total as 69.
- TritonCTS built the clock tree.

Final timing:
- Max-slew check failures listed in the final report amount to 0.
- Setup repair after global routing left no endpoint under its margin.
- The run puts the upper clock frequency limit at 583 MHz.
- The run gives the part of the cycle the worst path needs as 0.687.
- After routing, the total negative slack on setup checks comes to 0 ps.
- The run puts the number of setup violations in the final report at 0.
- Clock skew on the completed layout was measured at 5.51 ps.
- The run gives the final critical-path required period as 1720 ps.
- Per the final timing report, the hold violations number 0.
- The tightest hold path in the finished design has a slack of 416 ps.
- The final timing report gives a worst setup slack of 784 ps.

Synthesis:
- Yosys reported a register bit count of 69.
- The area recorded from the Yosys report for this design is 2260 um^2.
- The synthesized instance count is 103.
- Summing every instance area after synthesis gives 2260 um^2.
- The run puts the portion of the post-synthesis area used by sequential elements at 0.894.
- The run gives the number of cell instances after yosys synthesis as 103.
- The run gives the count of unique library cells instantiated by Yosys as 15.
- The synthesis report lists the Yosys warning total as 1.
- The run puts the post-synthesis average cell area at 22.0 um^2.

Detailed routing:
- For this sky-water flow run, the detailed-routed wirelength per cell is reported as 14.1 um.
- The run gives the detailed-route via count as 1143.
- The detail route stage leaves a number of antenna-violating nets equal to 0.
- The run gives the DRC marker count from the first detailed-route iteration as 39.
- The run gives the average via count per standard cell as 4.68.
- The wire length recorded after detailed routing is 3440 um.
- The run gives the number of diodes as 0.
- The run gives the DRC violations left as 0.
- The run gives the detailed-routing iteration count for the pre-antenna-repair pass as 4.

Global route:
- The run puts the total track usage at 0.168.
- The run puts the global route total overflow at 0.
- The run gives the global-route wire length before repair as 5560 um.
- The run gives the number of global-route vias before repair as 1165.
- The number of antenna violations at the first check in global routing is 0.
- Entering global routing, the biggest net connects 29 pins.

Setup path:
- The run gives the critical path data required time as 2540 ps.
- In this run the critical path is formed by clkdlybuf4s50_1 > nor3b_1 > buf_4.
- The run gives the type of the setup path with the least slack as in -> reg.
- The run puts the delay of the slowest cell on the worst path at 610 ps.
- The run gives the cell type of the slowest stage on the worst timing path as sky130_fd_sc_hd__clkdlybuf4s50_1.
- The run gives the top fanout value on the critical path as 9.
- The worst setup path is captured at a register.
- The OpenROAD report gives the critical path a data arrival time of 1760 ps.
- STA classifies the critical path startpoint as an input port.

Placement:
- The run puts the tally of buffers added on design ports at 71.
- Per the post-place timing report, worst setup slack is 486 ps.
- The run gives the half-perimeter wire length after placement as 2270 um.
- The run gives the cell area after placement as 3030 um^2.
- The run gives the placer congestion estimate as 0.740.

Power:
- The run gives the portion of total power attributed to the clock network as 0.434.
- The run puts the share of total power consumed by net switching at 0.170.
- The power report attributes to the sequential group a share of 0.536.
- The report lists the power per cell area as 732 nW/um^2.
- The run gives the internal power summed over all cells as 1.98 mW.
- Power comes to 2.39 mW.
- The run gives the maximum ir drop on the vdd rail as 0.000937 V.
- The run gives the net switching power figure as 0.407 mW.
- The share of total power dissipated in combinational logic is 0.030.
- The run puts the leakage power at 1.14 nW.

Floorplan:
- The run puts the I/O pin count at 100.
- The run gives the number of core rows as 24.
- The run gives the initial standard-cell utilization of the core as 0.520.
- The run gives the area of the die as 4800 um^2.
- The run gives the core region area as 4350 um^2.
- The run puts the height of the chip at 69.3 um.
- The run puts the width of the die at 69.3 um.

Final layout:
- The run gives the area growth from synthesis to layout as 44.4%.
- Counting only logic cells after layout, the most numerous master is sky130_fd_sc_hd__clkdlybuf4s50_1.
- The run puts the share of cells above drive strength 1 at 0.141.
- Per the cell usage report, the commonest logic cells after layout are 71 x sky130_fd_sc_hd__clkdlybuf4s50_1, 64 x sky130_fd_sc_hd__edfxtp_1, 10 x sky130_fd_sc_hd__conb_1.
- The run gives the finished layout cell area as 3270 um^2.

Flow run:
- The run puts the number of max-cap violations at 0.
- The run gives the number of OpenROAD warnings as 44.

Status:
- The flow ran to the end, and the final reports show no timing, DRC or antenna violations.

Min path:
- According to the hold report, the worst path is of the reg -> reg type.
-- synthesized netlist by cell type (all sizes together) --
master,n,area [um^2]
edfxtp,64,1920
nor3,1,5.00
nor2,5,18.8
nor3b,2,15.0
and2,4,25.0
a21oi,1,8.76
nand2,1,3.75
conb,2,7.51
dfxtp,5,100
a21o,1,8.76
mux2i,3,30.0
nand2b,2,20.0
buf,12,97.6
-- worst max-delay path, delay by kind of cell --
kind | cells | cell delay, ps
AND/OR/NAND/NOR | 1 | 420
buffers and inverters | 2 | 830
-- layer usage --
layer	wire, um	GRT usage	vias up
met4	55	0.0385	0
met5	0	0	-
met3	287	0.0560	5
li1	-	-	532
met1	1440	0.301	543
met2	1660	0.244	63
-- kinds of logic after synthesis --
group                  Yosys count  share of synthesized area
flip-flops                      69                      0.894
AND/OR/NAND/NOR                 15                     0.0387
buffers and inverters           12                     0.0431
multiplexers                     3                     0.0133
AND-OR/OR-AND                    2                    0.00774
other                            2                    0.00332
-- power groups by stage --
stage / Sequential (mW) / Clock (mW) / Combinational [mW]
4_1_cts: 1.28 / 1.07 / 0.0733
5_1_grt: 1.28 / 1.12 / 0.0787
6_report: 1.28 / 1.04 / 0.0720
-- final timing paths --
check / startpoint / slack [ps] / end / cells past startpoint
setup / recovery: reset / 780 / data_reg[6] / 3
hold / removal: data_reg[6] / 420 / sqrt_in[14] / 0
setup reg to reg: cur_state[2] / 1310 / data_reg[6] / 2
hold reg to reg: data_reg[6] / 420 / sqrt_in[14] / 0
-- final cells by class --
cell class	instances	area (um^2)
flip-flops and latches	69	2020
fillers	251	1090
repair buffers	77	756
multi-input cells	30	185
clock buffers	10	128
clock inverters	6	111
well taps	52	65.1
-- metrics by stage --
| step | utilization | instances |
|---|---|---|
| 2_1_floorplan | - | 111 |
| 3_3_place_gp | 0.695 | 228 |
| 3_5_place_dp | 0.695 | 228 |
| 4_1_cts | 0.750 | 244 |
| 5_1_grt | 0.750 | 244 |
| 6_report | 0.750 | 244 |
No activity file was given, so power comes from the tool's default toggle rates.
