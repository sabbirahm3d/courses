==> design/flow/design.v <==
`timescale 1ns / 1ps
`default_nettype none
module multi_cycle_comp(
        input wire clk,
        input wire reset,
        input wire [9:0] x,
        input wire [9:0] y,
        output reg in_circle
    );
    parameter INIT      = 2'b00;
    parameter SQUAREX   = 2'b01;
    parameter SQUAREY   = 2'b10;
    parameter ADDCMP    = 2'b11;
    reg [1:0] state;
    parameter XLEFT     = 320;
    parameter YBOTTOM   = 240;
    parameter RADIUS    = 10000;
    reg signed [19:0]   coord_temp;
    reg signed [9:0]    y_temp;
    reg signed [19:0]   out_temp;
    always @(posedge clk) begin
        if (reset) begin
            state <= INIT;
        end else begin
            case (state)
                INIT: begin
                    coord_temp <= (x - XLEFT);
                    y_temp <= (y - YBOTTOM);
                    state <= SQUAREX;
                end
                SQUAREX: begin
                    out_temp <= (coord_temp * coord_temp);
                    coord_temp <= y_temp;
                    state <= SQUAREY;
                end
                SQUAREY: begin
                    coord_temp <=out_temp;
                    out_temp <= (coord_temp * coord_temp);
                    state <= ADDCMP;
                end
                ADDCMP: begin
                    in_circle <= ((coord_temp + out_temp) < RADIUS);
                    state <= INIT;
                end
            endcase
        end
    end
endmodule
`timescale 1ns / 1ps
`default_nettype none
module vga_circle(
        input wire clk,
        input wire reset,
        input wire [9:0] pos_h,
        input wire [9:0] pos_v,
        input wire blank,
        output reg red,
        output reg green,
        output reg blue
    );
    wire in_circle;   
    multi_cycle_comp multi_cycle_uut(
        .clk(clk),
        .reset(reset),
        .x(pos_h),
        .y(480 - pos_v),
        .in_circle(in_circle)
    );
    always @(posedge clk) begin
        red <= ~in_circle & blank;
        green <= in_circle & ~blank;
        blue <= in_circle & ~blank;
    end
endmodule
==> design/flow/run.sh <==
#!/bin/bash
# OpenROAD 26Q1-2900-gdf79404cd8, Yosys 0.63+post, stock flow scripts
make -C /OpenROAD-flow-scripts/flow DESIGN_CONFIG=/design/flow/config.mk WORK_HOME=/design/flow/orfs finish
==> design/flow/config.mk <==
export PLATFORM = sky130hd
export DESIGN_NAME = vga_circle
export DESIGN_NICKNAME = vga_circle
export VERILOG_FILES = /design/flow/design.v
export SDC_FILE = /design/flow/constraint.sdc
export NUM_CORES = 4
export LEC_CHECK = 1
export CORE_UTILIZATION = 50
==> design/flow/constraint.sdc <==
current_design vga_circle

set clk_period 13.4
set clk_io_pct 0.2

create_clock -name clk0 -period $clk_period [get_ports {clk}]

set non_clock_inputs [all_inputs -no_clocks]
set_input_delay [expr $clk_period * $clk_io_pct] -clock clk0 $non_clock_inputs
set_output_delay [expr $clk_period * $clk_io_pct] -clock clk0 [all_outputs]
==> impl_metrics.py <==
# Flow results
metrics = {
    "die": {
        "die-area_sq_um": 16900,
        "core-area_sq_um": 15900,
        "die_h_um": 130,
        "die_w_um": 130,
        "pin_count": 26,
        "num_rows": 46,
        "fp-utilization": 0.514,
    },
    "critical_path": {
        "worstSetupPathType": "register to register",
        "crit_arrival_ps": 6880,
        "worst-r2r-cell-count": 22,
        "r2r_end": "multi_cycle_uut.out_temp[19]$_DFFE_PP_",
        "critical_path.endpoint_type": "register",
        "critPathMaxFanout": 17,
        "regToRegStartpoint": "multi_cycle_uut.coord_temp[4]$_DFFE_PP_",
        "cp.required_ps": 13440,
        "r2r_slack_ps": 6550,
        "worst_setup_path_start_kind": "register",
    },
    "drt": {
        "drt_iter0_markers": 298,
        "drtAntennaViolNets": 0,
        "routedWlPerCell_um": 14.9,
        "wl_um": 15900,
        "avgViaCountPerCell": 5.12,
        "remaining_drc_errors": 0,
        "vias": 5471,
        "drt_first_pass_iters": 4,
        "diodes": 0,
    },
    "sta": {
        "tightestPinTransition_ps": 853,
        "rsz0062_at_grt": "no",
        "hold_viol_final": 0,
        "setup_tns_ps": 0,
        "clock.fmax_ghz": 0.146,
        "min_period_ps": 6850,
        "slew_violations": 0,
        "period_used_share": 0.511,
        "finalSetupViolations": 0,
        "finClkSkew_ps": 8.37,
        "relSlewSlack": 0.432,
    },
    "logic_synthesis": {
        "ys.flops": 56,
        "ys_seq_share": 0.198,
        "synthDistinctLibCells": 59,
        "top_cells_by_area": "fa_1 29%, edfxtp_1 18%, ha_1 15%",
        "top_area_frac": 0.291,
        "yosys_warnings": 3,
        "postSynthAreaPerCell_sq_um": 9.85,
        "yosys-stat-cells": 832,
        "ff_type": "edfxtp_1",
        "yosys.area.top_type": "fa_1",
        "async_reset_ff_frac": 0,
        "yosys-top-cells-count": "197 x inv_1, 119 x fa_1, 98 x ha_1",
        "synth-edff-count": 50,
        "yosysChipArea_sq_um": 8190,
        "synthMostInstantiatedCell": "inv_1",
        "syn_inst": 832,
        "synth_area_sq_um": 8190,
    },
    "clock_network": {
        "cts_buffers": 5,
        "clk_pin_slew_worst_paths_ps": 80,
        "cts_tree": "yes",
        "ctsHoldBuffers": 0,
        "clockRootBuffer": "clkbuf_16",
        "clockBufferDepth": 2,
        "clock_sinks": 56,
        "postCtsSetupBuffers": 0,
        "htree_num_levels": 2,
        "clock.latency.late_pin_ps": 300,
        "cts-resized-gates": 0,
    },
    "global_routing": {
        "grt_max_degree": 23,
        "top_usage_layer": "met2",
        "grt_pass1_wl_um": 28000,
        "grt_overflow": 0,
        "grt_pass1_vias": 5881,
        "grt_util_met2": 0.360,
        "antenna_found_initial": 0,
        "grt_use_met3": 0.0647,
        "met1_usage": 0.349,
        "grtUsageTotal": 0.229,
    },
    "placement": {
        "port_buffers": 25,
        "place.gp.congestion": 0.862,
        "dp_hpwl_um": 13100,
    },
    "cells_and_area": {
        "postLayoutCoreUtil": 0.555,
        "drive_gt1_frac": 0.0363,
        "area_delta_synth_final_pct": 7.91,
        "n_fill_cell": 1406,
    },
    "worst_hold_path": {
        "min_from": "multi_cycle_uut.state[3]$_DFF_P_",
        "holdPathStages": 1,
        "hold_path_end": "multi_cycle_uut.state[0]$_DFF_P_",
        "hp-class": "register to register",
    },
    "run": {
        "maxCapViolations": 0,
        "warnings": 30,
    },
    "run_status": {
        "status": "finished, final reports clean",
    },
}
stage by stage:
| stage | setup slack, ps | std cells | hold slack (ps) | area, sq um |
|---|---|---|---|---|
| 6_report | 6550 | 1069 | 444 | 8840 |
| 5_1_grt | 6040 | 1069 | 462 | 8840 |
| 4_1_cts | 6510 | 1069 | 446 | 8840 |
| 3_5_place_dp | 6540 | 1061 | 417 | 8690 |
| 3_3_place_gp | 6690 | 1061 | 421 | 8690 |
| 2_1_floorplan | 6890 | 832 | 402 | 8190 |
flip-flops by register name (all words and copies together) (netlist names):
signal                      count
multi_cycle_uut.in_circle       1
red                             1
multi_cycle_uut.out_temp       19
multi_cycle_uut.state           4
multi_cycle_uut.coord_temp     20
blue                            1
multi_cycle_uut.y_temp         10
logic make-up after synthesis:
family,synth area share
adder cells (fa/ha/maj),0.440
AND-OR/OR-AND,0.0780
multiplexers,0.00137
flip-flops,0.198
buffers and inverters,0.0990
XOR/XNOR,0.0428
AND/OR/NAND/NOR,0.141
layer usage:
| metal | wire [um] | up-vias |
|---|---|---|
| met5 | 0 | - |
| met4 | 173 | 0 |
| met3 | 1030 | 13 |
| met2 | 7440 | 134 |
| met1 | 7300 | 2647 |
| li1 | - | 2677 |
worst max-delay path: stages (launching register included):
cell and delay [ps]:
edfxtp_1 780, nand2_1 140, fa_1 560, inv_1 70, fa_1 500, inv_1 50, fa_1 490, inv_1 50
fa_1 500, inv_1 50, fa_1 470, inv_1 50, fa_1 520, inv_1 50, fa_1 560, inv_1 50
ha_1 350, and3_1 170, nand3_1 80, and4_1 180, nor3_1 340, nor3_1 100, or3b_2 460
worst max-delay path by stage:
stage / startpoint / to / slack [ps] / depth (start not counted)
global route: multi_cycle_uut.coord_temp[4]$_DFFE_PP_ / multi_cycle_uut.out_temp[19]$_DFFE_PP_ / 6040 / 22
finish: multi_cycle_uut.coord_temp[4]$_DFFE_PP_ / multi_cycle_uut.out_temp[19]$_DFFE_PP_ / 6550 / 22
CTS: multi_cycle_uut.coord_temp[3]$_DFFE_PP_ / multi_cycle_uut.out_temp[19]$_DFFE_PP_ / 6510 / 22
final cells by class:
type	instances	area [sq um]	area share
sequential	56	1620	0.183
clock inverter	3	28.8	0.00326
inverter	197	739	0.0836
multi-input combinational	561	5760	0.652
timing repair buffer	31	295	0.0334
tap	216	270	0.0306
clock buffer	5	125	0.0142
cell usage in the layout, fill, tap and decap left out, types with 3 or more instances in the layout:
cell type and n:
a211oi_1 4, a21o_1 4, a21oi_1 15, a22oi_1 10, a31oi_1 3, and2_1 72, and3_1 5, buf_4 6
clkbuf_16 5, clkdlybuf4s50_1 25, dfxtp_1 6, edfxtp_1 50, fa_1 119, ha_1 98, inv_1 197, nand2_1 60
nand2b_1 6, nand3_1 11, nand4_1 3, nor2_1 14, nor2b_1 11, nor3_1 13, o211ai_1 4, o21ai_0 17
o21bai_1 3, o31ai_1 4, or2_2 5, or3_1 5, xnor2_1 30, xor2_1 10
